### /design/flow/design.v
module i2c_master_controller #(
    parameter int ADDR_WIDTH = 7,    
    parameter int DATA_WIDTH = 8,    
    parameter int CLOCK_DIV  = 4     
)(
    input  logic clk,                           
    input  logic rst,                           
    input  logic [ADDR_WIDTH-1:0] address,      
    input  logic [DATA_WIDTH-1:0] data_in,      
    input  logic enable,                        
    input  logic rw,                            
    output logic [DATA_WIDTH-1:0] data_out,     
    output logic ready,                         
    inout  logic i2c_sda,                       
    inout  logic i2c_scl                        
);
    typedef enum logic [3:0] {
        IDLE        = 4'd0,
        START       = 4'd1,
        ADDRESS     = 4'd2,
        READ_ACK    = 4'd3,
        WRITE_DATA  = 4'd4,
        READ_ACK2   = 4'd5,
        READ_DATA   = 4'd6,
        WRITE_ACK   = 4'd7,
        STOP        = 4'd8
    } state_t;
    state_t state;
    logic [ADDR_WIDTH:0] address_reg;         
    logic [DATA_WIDTH-1:0] write_data_reg;    
    logic [$clog2(DATA_WIDTH+1)-1:0] counter;
    logic [$clog2(CLOCK_DIV+1)-1:0] clk_counter;
    logic sda_drive_en;
    logic sda_out;
    logic scl_enable;
    logic i2c_clk;
    assign ready   = (!rst && state == IDLE);
    assign i2c_scl = (scl_enable == 0) ? 1'b1 : i2c_clk;
    assign i2c_sda = (sda_drive_en == 1) ? sda_out : 1'bz;
    always_ff @(posedge clk or posedge rst) begin
        if (rst) begin
            clk_counter <= 0;
            i2c_clk     <= 1'b1;
        end else if (clk_counter == (CLOCK_DIV/2)-1) begin
            clk_counter <= 0;
            i2c_clk     <= ~i2c_clk;
        end else begin
            clk_counter <= clk_counter + 1;
        end
    end
    always_ff @(negedge i2c_clk or posedge rst) begin
        if (rst) begin
            scl_enable <= 0;
        end else begin
            if ((state == IDLE) || (state == START) || (state == STOP))
                scl_enable <= 0;
            else
                scl_enable <= 1;
        end
    end
    always_ff @(posedge i2c_clk or posedge rst) begin
        if (rst) begin
            state <= IDLE;
        end else begin
            case (state)
                IDLE: begin
                    if (enable) begin
                        state <= START;
                        address_reg    <= {address, rw};
                        write_data_reg <= data_in;
                        data_out       <= '0;
                    end
                end
                START: begin
                    counter <= ADDR_WIDTH;
                    state   <= ADDRESS;
                end
                ADDRESS: begin
                    if (counter == 0)
                        state <= READ_ACK;
                    else
                        counter <= counter - 1;
                end
                READ_ACK: begin
                    if (i2c_sda == 0) begin
                        counter <= DATA_WIDTH-1;
                        if (address_reg[0] == 0)
                            state <= WRITE_DATA;
                        else
                            state <= READ_DATA;
                    end else
                        state <= STOP;
                end
                WRITE_DATA: begin
                    if (counter == 0)
                        state <= READ_ACK2;
                    else
                        counter <= counter - 1;
                end
                READ_ACK2: begin
                    if ((i2c_sda == 0) && (enable == 1))
                        state <= IDLE;
                    else
                        state <= STOP;
                end
                READ_DATA: begin
                    data_out[counter] <= i2c_sda;
                    if (counter == 0)
                        state <= WRITE_ACK;
                    else
                        counter <= counter - 1;
                end
                WRITE_ACK: begin
                    state <= STOP;
                end
                STOP: begin
                    state <= IDLE;
                end
            endcase
        end
    end
    always_ff @(negedge i2c_clk or posedge rst) begin
        if (rst) begin
            sda_drive_en <= 1;
            sda_out      <= 1;
        end else begin
            case (state)
                START: begin
                    sda_drive_en <= 1;
                    sda_out      <= 0;  
                end
                ADDRESS: begin
                    sda_out <= address_reg[counter];
                end
                READ_ACK: begin
                    sda_drive_en <= 0;  
                end
                WRITE_DATA: begin
                    sda_drive_en <= 1;
                    sda_out      <= write_data_reg[counter];
                end
                WRITE_ACK: begin
                    sda_drive_en <= 1;
                    sda_out      <= 0;  
                end
                READ_DATA: begin
                    sda_drive_en <= 0;  
                end
                STOP: begin
                    sda_drive_en <= 1;
                    sda_out      <= 1;  
                end
            endcase
        end
    end
endmodule
### /design/flow/run.sh
#!/bin/bash
# OpenROAD 26Q1-2900-gdf79404cd8, Yosys 0.63+post, stock flow scripts
make -C /OpenROAD-flow-scripts/flow DESIGN_CONFIG=/design/flow/config.mk WORK_HOME=/design/flow/orfs finish
### /design/flow/config.mk
export PLATFORM = sky130hd
export DESIGN_NAME = i2c_master_controller
export DESIGN_NICKNAME = i2c_master_controller
export VERILOG_FILES = /design/flow/design.v
export SDC_FILE = /design/flow/constraint.sdc
export NUM_CORES = 4
export LEC_CHECK = 1
export CORE_UTILIZATION = 30
### /design/flow/constraint.sdc
current_design i2c_master_controller

set clk_period 2.5
set clk_io_pct 0.2

create_clock -name clk0 -period $clk_period [get_ports {clk}]

set non_clock_inputs [all_inputs -no_clocks]
set_input_delay [expr $clk_period * $clk_io_pct] -clock clk0 $non_clock_inputs
set_output_delay [expr $clk_period * $clk_io_pct] -clock clk0 [all_outputs]
==> run_results.csv <==
group,metric,value,unit
die,fp_util,0.3177,
die,dieWidth,81.88,µm
placement,portBuffers,27,
outcome,outcome,"stopped before the end",
synth,synth_area_per_cell,12.85,µm²
placement,place_congestion,0.8562,
synth,synth-edff-count,28,
clock_tree,postCtsSetupRepairBufs,0,
clock_tree,cts.path.max_buffers,2,
synth,area_leaders,"edfxtp_1 (44%), dfrtp_1 (14%), dfstp_2 (4.1%), mux4_1 (4.1%), a32o_1 (3.1%)",
clock_tree,cts_buffers,3,
clock_tree,root_buffer,"clkbuf_8",
synth,syn_inst,149,
synth,synth_area,1914,µm²
outcome,firstError,"[error] [KeplerFormal.cpp:679] Workflow failed: Iso has multiple drivers: .i2c_sda0, i2c_sda$_DFFE_NP1P_.Q0",
synth,yosys-stat-area,1914,µm²
synth,yosys_warnings,2,
clock_tree,cts_resized,0,
placement,hpwlAfterDp,2289,µm
synth,synth_top_cell_by_area,"edfxtp_1",
synth,ys_cells,149,
timing,untimed_endpoints,76,
clock_tree,hold_buffers,0,
clock_tree,htreeDepth,1,
synth,seq_area_frac_synth,0.6373,
die,fp-row-count,28,
synth,synth-async-reset-ratio,0.3488,
synth,top_cells_by_count,"edfxtp_1 (28), nand2_1 (15), dfrtp_1 (11), nor3_1 (11), inv_1 (10)",
synth,synth-seq-cells,43,
synth,yosysMostFrequentCell,"edfxtp_1",
synth,synthFlopType,"edfxtp_1",
synth,synth_cell_types,33,
die,pin_count,30,
outcome,failing_step,"4_1_cts",
die,die_h,81.88,µm
synth,yosysTopAreaCellShare,0.4392,
timing,unclocked_regs,39,
==> through the flow <==
stage                 util  setup slack [ps]  area (µm²)  instances
detailed placement  0.3777             416.2        2276        249
global placement    0.3777             426.2        2276        249
floorplan                -              1092        1914        149
==> cell families after synthesis <==
logic type / Yosys count / share of synthesized area
fa+ha+maj: 4 / 0.02614
compound gates: 26 / 0.09347
buf+inv: 14 / 0.03137
xor+xnor: 3 / 0.01373
flops: 43 / 0.6373
simple gates: 51 / 0.1301
mux: 8 / 0.06798
